==> flow/design.v <==
module interrupt_mask
  #(
    parameter NUM_CORES=4
    )
   (
     input logic               clk_i,
     input logic               rst_ni,
     input logic[63:0]         interrupt_buffer_clear_i,
     input logic               barrier_interrupt_i,
     input logic[3-1:0] GP_interrupt_i,
     input logic[3:0]          tmr_interrupt_i,
     input logic               dma_interrupt_i,
     input logic[1:0]          hwce_interrupt_i,
     input logic[7:0]          ext_interrupt_i,
     input logic               emergency_interrupt_i,
     input logic               emergency_interrupt_clear_i,
     output logic              emergency_interrupt_status_o,
     input logic[1:0]          interrupt_mask_sel_i,
     input logic[63:0]         interrupt_mask_i,
     output logic              IRQ_o,
     output logic              NMIRQ_o,
     output logic[31:0]        interrupt_buffer_status_low_o,
     output logic[31:0]        interrupt_buffer_status_high_o,
     output logic[63:0]        r_mask_o
     );
   logic [31:0]         s_interrupt_buffer_clear_low;
   logic [31:0]         s_interrupt_buffer_clear_high;
   logic [31:0]         s_interrupt_mask_low;
   logic [31:0]         s_interrupt_mask_high;
   logic [31:0]         r_interrupt_mask_low;
   logic [31:0]         r_interrupt_mask_high;
   logic                s_interrupt_mask_sel_low;
   logic                s_interrupt_mask_sel_high;
   logic                r_interrupt_detected_high;
   logic [31:0]         s_interrupt_low;
   logic [31:0]         r_interrupt_low;
   logic                r_interrupt_detected_low;
   logic [31:0]         r_interrupt_buff_low;
   logic [31:0]         r_interrupt_masked_low;
   logic [31:0]         edge_detected_low;
   logic                s_emergency_interrupt;
   logic                r_emergency_interrupt;
   logic                r_emergency_interrupt_buff;
   logic                emergency_interrupt_detected;
   logic                emergency_clear;
   genvar               i;
   assign s_interrupt_mask_low          = interrupt_mask_i[31:0];
   assign s_interrupt_mask_high         = interrupt_mask_i[63:32];
   assign s_interrupt_mask_sel_low      = interrupt_mask_sel_i[0];
   assign s_interrupt_mask_sel_high     = interrupt_mask_sel_i[1];
   assign s_interrupt_buffer_clear_low  = interrupt_buffer_clear_i[31:0];
   assign s_interrupt_buffer_clear_high = interrupt_buffer_clear_i[63:32];
   assign IRQ_o                          = (r_interrupt_detected_low|r_interrupt_detected_high);
   assign NMIRQ_o                        = r_emergency_interrupt_buff;
   assign interrupt_buffer_status_low_o  = { 12'b0, r_interrupt_masked_low};
   assign interrupt_buffer_status_high_o = { 32'b0};
   assign r_mask_o                       = { r_interrupt_mask_high,r_interrupt_mask_low};
   assign emergency_interrupt_status_o   = r_emergency_interrupt_buff;
   assign r_interrupt_detected_high      = 0;
   assign s_interrupt_low = { 12'b0,
                              hwce_interrupt_i,
                              ext_interrupt_i ,
                              dma_interrupt_i,
                              tmr_interrupt_i,
                              GP_interrupt_i,
                              barrier_interrupt_i};
   always_ff @(posedge clk_i, negedge rst_ni)
     begin
        if (rst_ni == 1'b0)
          begin
             r_interrupt_mask_low <= 'b0;
             r_interrupt_mask_high <= 'b0;
          end
        else
          begin
             if( s_interrupt_mask_sel_low == 1 )
               begin
                  r_interrupt_mask_low <= s_interrupt_mask_low;
               end
             if( s_interrupt_mask_sel_high == 1 )
               begin
                  r_interrupt_mask_high <= s_interrupt_mask_high;
               end
          end
     end
   assign emergency_clear = emergency_interrupt_clear_i;
   assign s_emergency_interrupt = emergency_interrupt_i;
   always_ff @(posedge clk_i, negedge rst_ni)
     begin
        if (rst_ni == 1'b0)
          begin
             r_emergency_interrupt <= 'b0;
          end
        else
          begin
             r_emergency_interrupt <= s_emergency_interrupt;
          end
     end
   assign emergency_interrupt_detected =~(r_emergency_interrupt) & s_emergency_interrupt;
   always_ff @(posedge clk_i, negedge rst_ni)
     begin
        if ( (rst_ni) == 1'b0)
          begin
             r_emergency_interrupt_buff <= 1'b0;
          end
        else
          begin
             case ({emergency_clear,emergency_interrupt_detected})
               2'b00:
                 begin
                    r_emergency_interrupt_buff <= r_emergency_interrupt_buff;
                 end
               2'b01:
                 begin
                    r_emergency_interrupt_buff <= s_emergency_interrupt;
                 end
               2'b10:
                 begin
                    r_emergency_interrupt_buff <= 1'b0;
                 end
               2'b11:
                 begin
                    r_emergency_interrupt_buff <= 1'b0;
                 end
             endcase
          end
     end
   always_ff @(posedge clk_i, negedge rst_ni)
     begin
        if (rst_ni == 1'b0)
          begin
             r_interrupt_low <= 'b0;
          end
        else
          begin
             r_interrupt_low <= s_interrupt_low;
          end
     end
   assign edge_detected_low =~(r_interrupt_low) & s_interrupt_low;
   generate
      for( i=0; i<32; i++)
        begin : GP_interrupts_buff
           always_ff @(posedge clk_i, negedge rst_ni)
             begin
                if ( (rst_ni) == 1'b0)
                  begin
                     r_interrupt_buff_low[i] <= 1'b0;
                  end
                else
                  begin
                     case ({s_interrupt_buffer_clear_low[i],edge_detected_low[i]})
                       2'b00:
                         begin
                            r_interrupt_buff_low[i] <= r_interrupt_buff_low[i];
                         end
                       2'b01:
                         begin
                            r_interrupt_buff_low[i] <= s_interrupt_low[i];
                         end
                       2'b10:
                         begin
                            r_interrupt_buff_low[i] <= 1'b0;
                         end
                       2'b11:
                         begin
                            r_interrupt_buff_low[i] <= 1'b0;
                         end
                     endcase
                  end
             end
        end
   endgenerate
   assign r_interrupt_masked_low = r_interrupt_buff_low & r_interrupt_mask_low;
   always_comb
     begin
        if( r_interrupt_masked_low != 0 )
          r_interrupt_detected_low = 1;
        else
          r_interrupt_detected_low = 0;
     end
endmodule
==> flow/run.sh <==
#!/bin/bash
# OpenROAD 26Q1-2900-gdf79404cd8, Yosys 0.63+post, stock flow scripts
make -C /OpenROAD-flow-scripts/flow DESIGN_CONFIG=/design/flow/config.mk WORK_HOME=/design/flow/orfs finish
==> flow/config.mk <==
export PLATFORM = sky130hd
export DESIGN_NAME = interrupt_mask
export DESIGN_NICKNAME = interrupt_mask
export VERILOG_FILES = /design/flow/design.v
export SDC_FILE = /design/flow/constraint.sdc
export NUM_CORES = 4
export LEC_CHECK = 1
export CORE_AREA = 10 10 179 179
export DIE_AREA = 0 0 189 189
==> flow/constraint.sdc <==
current_design interrupt_mask

set clk_period 2.5
set clk_io_pct 0.2

create_clock -name clk0 -period $clk_period [get_ports {clk_i}]

set non_clock_inputs [all_inputs -no_clocks]
set_input_delay [expr $clk_period * $clk_io_pct] -clock clk0 $non_clock_inputs
set_output_delay [expr $clk_period * $clk_io_pct] -clock clk0 [all_outputs]
==> run summary <==
fresh numbers from the pnr run: clock buffer depth=2, kind of start point of the critical path=register, register clock-pin slew on the reported worst setup and hold paths=0.08 ns, post-layout period usage=1.217, worst voltage drop across the vdd grid=~230 µV, routability congestion estimate from global placement=approximately 0.77, number of input and output port buffers inserted=between 150 and 200, cell-by-cell listing of the critical path=and2_4 > or4_4 > or4_4 > or4_4 > buf_6, dominant logic cell types in the final layout=clkdlybuf4s50_1 (190), dfrtp_1 (104), mux2_2 (64), conb_1 (45), buf_4 (31), Power per Cell Area=~570 mW/mm², number of I/O pins=approximately 280, area of the die=between 0.03 and 0.04 mm², maximum clock frequency=0.3287 GHz, sequential share of power=0.478, power after layout=between 3 and 4 mW, Yosys warning total=1, Psw=0.9074 mW, number of max-cap violations=0, Final Max-Slew Violation Tally=0, clock share of power=0.338, Worst Setup End Kind=output pin, highest fanout seen on the critical path=2, antenna cells=0, FP Core Util=0.1471, power share of the combinational group=0.184, global-route wire length before repair=around 19000 µm, destination of the worst register-to-register timing path=r_interrupt_mask_low[8]$_DFFE_PN0P_, most used cell, CP=or4_4, violations in the final reports=setup timing, comb. cell area=0.001257 mm², Seq cells post-synth=between 100 and 150, antenna violations before repair=0, kind of cell with the highest combined delay on the critical path=simple AND/OR/NAND/NOR gates, Worst Clk Skew=a little over 0.002 ns, delay of the slowest critical-path stage=0.55 ns, worst r2r src=r_interrupt_mask_low[8]$_DFFE_PN0P_, number of nets with antenna violations after detailed routing=0, Placed Instances=900, switching share of total power=0.2301, storage element area=about 0.0026 mm², mean instance size in the synthesized netlist=13.38 µm², static leakage=2.951 nW, root buffer cell=clkbuf_16, layout cells sized above 1=0.2263, Latency at later pin=0.34 ns, WL/cell=~14 µm, number of buffer and inverter stages on the critical path=1, number of hold buffers added after CTS=0, Stages on worst setup path=5, internal power=between 3 and 4 mW, count of endpoints failing hold in the final timing report=0, TritonCTS buffer count=9, Tot GR Track Use=0.06987, via count=approximately 2900, post-DR vias/cell=roughly 3.2, Top cell excl fill/tap=clkdlybuf4s50_1, Post-DP HPWL=between 10000 and 15000 µm, die outline width=approximately 190 µm, termination of the worst setup path=IRQ_o, Final Worst Setup Slack=-0.5423 ns, Hold WS=0.08406 ns, number of inserted filler cells in the final layout=roughly 3000, fraction of the yosys area taken by sequential cells=0.6315, Arr. time, crit path=approximately 2.5 ns, minimum setup slack among reg-to-reg paths=about 1.6 ns, kind of critical path=register to output pin, type of the most critical hold path=primary input to async pin, final setup vio count=1, Pre-antenna DRT Iters=3, total number of clock tree sinks=104, Routed WL=12990 µm, total grt overflow=0, vertical extent of the die=roughly 190 µm, source of the critical timing path=r_interrupt_buff_low[16]$_DFFE_PN0P_, H-tree depth reported by CTS=3, cell type with the largest total area=dfrtp_1, Syn Inst Count=between 300 and 400, area share of the largest cell type after synthesis=0.6315, worst-case reg-to-reg path depth=2, number of cell rows=61, post-synth design cell area=about 0.0041 mm², outcome=finished, violations left, number of design rule violations left after detail routing=0, Core Footprint=around 0.028 mm², Main area contributors=dfrtp_1 (63%), mux2_2 (17%), buf_4 (8.4%), crit path max-delay cell type=or4_4, warning total across the stage logs=roughly 72, WP data required=roughly 2 ns, clock period minus final worst setup slack=3.042 ns, CTS tree=done, total cell area reported by yosys after synthesis=slightly above 0.004 mm², via count of the first global-routing pass=between 3000 and 4000, yosys cell count=a little over 300, violation count after the first detailed-routing iteration=54, synthesis-to-finish area growth=66.70%, unrepaired setup endpoints after global routing=true, number of distinct library cell variants in the gate-level netlist after synthesis=12, largest net degree at the start of global routing=~48, number of standard cells in the layout, taps in and fillers out=roughly 920
==> cell families after synthesis <==
group / after synthesis / share of synthesized area
DFF: 104 / 0.6315
and+or+nand+nor: 45 / 0.05920
buffers and inverters: 74 / 0.1093
other: 1 / 0.0009099
AOI/OAI and AO/OA: 20 / 0.02429
muxes: 64 / 0.1749
==> flip-flops by register name, indices dropped and copies added, names as in the netlist <==
register and cells:
r_interrupt_low 19, r_interrupt_mask_high 32, r_emergency_interrupt 1, r_emergency_interrupt_buff 1, r_interrupt_buff_low 19, r_interrupt_mask_low 32
==> cell type report <==
type | instances | area share
sequential | 104 | 0.3788
tap | 378 | 0.06884
timing repair buffer | 225 | 0.3189
multi-input combinational | 174 | 0.1830
clock buffer | 11 | 0.03387
clock inverter | 5 | 0.005646
inverter | 20 | 0.01093
==> cells in the mapped netlist, drive strengths merged <==
cell	n
mux2	64
a21oi	20
dfrtp	104
conb	1
buf	52
clkbuf	2
nor2	20
or4	6
inv	20
and2	19
==> what timing repair did <==
action                                  4_1_cts  5_1_grt
pin swaps                                     3        3
cloned                                        0        0
setup buffers                                 0        1
endpoints found under the setup margin        1        1
endpoints found under the hold margin         0        0
resized                                      11        1
==> power groups by stage <==
stage | clock (mW) | sequential [mW] | combinational [mW]
5_1_grt | 1.48 | 1.91 | 0.801
6_report | 1.33 | 1.89 | 0.725
4_1_cts | 1.42 | 1.89 | 0.751
==> worst min-delay path by stage <==
stage                  start                                   end  slack [ns]  depth (start not counted)
final                 rst_ni  r_interrupt_mask_high[4]$_DFFE_PN0P_        0.08                          1
after CTS             rst_ni  r_interrupt_mask_high[4]$_DFFE_PN0P_        0.09                          1
after global routing  rst_ni  r_interrupt_mask_high[4]$_DFFE_PN0P_        0.10                          1
==> layer usage <==
layer | global-route usage | wire length (µm) | vias to the layer above
met2 | 0.1048 | 5748 | 154
met4 | 0.006410 | 138 | 0
li1 | - | - | 1383
met1 | 0.08949 | 5458 | 1355
met5 | 0 | 0 | -
met3 | 0.03994 | 1649 | 12
==> through the flow <==
stage | TNS (ns) | area [µm²] | util | setup WS [ns]
5_1_grt | -0.6402 | 6870 | 0.2453 | -0.6402
3_3_place_gp | -0.5992 | 6566 | 0.2344 | -0.5992
2_1_floorplan | 0 | 4287 | - | 0.1651
3_5_place_dp | -0.6205 | 6566 | 0.2344 | -0.6205
4_1_cts | -0.6936 | 6860 | 0.2449 | -0.6936
6_report | -0.5423 | 6870 | 0.2453 | -0.5423
Power and IR drop assume default switching activity.
