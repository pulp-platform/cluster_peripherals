## flow/run.sh

```bash
#!/bin/bash
# OpenROAD 26Q1-2900-gdf79404cd8, Yosys 0.63+post, stock flow scripts
make -C /OpenROAD-flow-scripts/flow DESIGN_CONFIG=/design/flow/config.mk WORK_HOME=/design/flow/orfs finish
```

## flow/config.mk

```make
export PLATFORM = sky130hd
export DESIGN_NAME = HW_barrier
export DESIGN_NICKNAME = HW_barrier
export VERILOG_FILES = /design/flow/design.v
export SDC_FILE = /design/flow/constraint.sdc
export NUM_CORES = 4
export LEC_CHECK = 1
export CORE_UTILIZATION = 30
```

## flow/constraint.sdc

```tcl
current_design HW_barrier

set clk_period 3.0
set clk_io_pct 0.2

create_clock -name clk0 -period $clk_period [get_ports {clk_i}]

set non_clock_inputs [all_inputs -no_clocks]
set_input_delay [expr $clk_period * $clk_io_pct] -clock clk0 $non_clock_inputs
set_output_delay [expr $clk_period * $clk_io_pct] -clock clk0 [all_outputs]
```

## flow/design.v

```verilog
module HW_barrier
#(
    parameter NUM_CORES=4
)
( 
    input  logic                                                clk_i,
    input  logic                                                rst_ni,
    input  logic [6-1:0]                            barrier_get_i,
    input  logic [6-1:0][$clog2(NUM_CORES):0]       team_num_threads_i,
    input  logic [6-1:0][NUM_CORES-1:0]             mask_to_trigger_i,
    input  logic [6-1:0]                            store_team_data_i, 
    input  logic [6-1:0]                            clear_barrier_req_i, 
    output logic [NUM_CORES-1:0]                                barrier_event_o,
    output logic [6-1:0][$clog2(NUM_CORES):0]       barrier_counter_o
); 
   genvar                                                 i;
   logic [6-1:0][NUM_CORES-1:0]               s_barrier_event;
   logic [NUM_CORES-1:0][6-1:0]               s_barrier_transposed_event;
   logic [NUM_CORES-1:0]                                  internal_event;
   logic [6-1:0][$clog2(NUM_CORES):0]         barrier_counter;
   generate
     for ( i = 0; i < 6; i++ ) begin : HW_bar
         HW_barrier_logic
         #(
             .NUM_CORES(NUM_CORES)
         )
         HW_barrier_logic_i
         ( 
             .clk_i(clk_i),
             .rst_ni(rst_ni),
             .barrier_get_i( barrier_get_i[i] ),
             .team_num_threads_i(team_num_threads_i[i]),
             .mask_to_trigger_i( mask_to_trigger_i[i] ), 
             .store_team_data_i( store_team_data_i[i] ),
             .clear_req_i(clear_barrier_req_i[i]),
             .barrier_event_o(s_barrier_event[i]),
             .barrier_counter_o( barrier_counter[i] )
         );
     end
   endgenerate
   always_comb
     begin
        for( int i = 0; i<NUM_CORES; i++)
          begin
             for( int j = 0; j<6; j++)
               begin
                  s_barrier_transposed_event[i][j] = s_barrier_event[j][i];
               end
          end
     end
   always_comb
     begin
        for( int i = 0; i<NUM_CORES; i++)
          begin
            if( s_barrier_transposed_event[i] != 0 ) 
              internal_event[i] = 1'b1;
            else
              internal_event[i] = 1'b0;
          end
     end
   logic [NUM_CORES-1:0] r_barrier_event;
   assign barrier_event_o   = internal_event;
   assign barrier_counter_o = barrier_counter;
endmodule
module HW_barrier_logic
  #(
    parameter NUM_CORES=4
    )
   ( 
     input logic                        clk_i,
     input logic                        rst_ni,
     input logic                        barrier_get_i,
     input logic[$clog2(NUM_CORES):0]   team_num_threads_i,
     input logic[NUM_CORES-1:0]         mask_to_trigger_i, 
     input logic                        store_team_data_i,
     input logic                        clear_req_i,
     output logic[NUM_CORES-1:0]        barrier_event_o,
     output logic[$clog2(NUM_CORES):0]  barrier_counter_o
     );
   genvar                               i;
   logic [$clog2(NUM_CORES):0]         r_num_threads;
   logic [NUM_CORES-1:0]               r_mask_to_trigger;
   always_ff @(posedge clk_i, negedge rst_ni)
     begin
        if ( rst_ni == 1'b0) 
          begin
             r_num_threads     <= 'b0;
             r_mask_to_trigger <= 'b0;
          end
        else 
          begin
             if( store_team_data_i == 1 )
               begin
                  r_num_threads     <= team_num_threads_i;
                  r_mask_to_trigger <= mask_to_trigger_i;
               end
          end
     end
   logic[$clog2(NUM_CORES):0] r_count;
   logic                      clear_counter;
   always_ff @(posedge clk_i, negedge rst_ni)
     begin
        if ( rst_ni == 1'b0) 
          begin
             r_count <= 'b0;
          end
        else 
          begin
             if( barrier_get_i == 1 )
               begin
                  r_count <= r_count+1;
               end
             if( clear_counter | clear_req_i )
               begin
                  r_count <= 'b0;
               end
          end
     end 
   always_comb
     begin
        if( (r_count == r_num_threads)&(r_num_threads!=0) )
          begin
             barrier_event_o = r_mask_to_trigger;
             clear_counter   = 1;
          end
        else
          begin
             barrier_event_o = 'b0;
             clear_counter   = 0;
          end
     end
   assign barrier_counter_o = r_count;
endmodule
```

==> flow_summary.yaml <==
# physical design summary
worst_setup_path:
  crit_buf_inv: 1
  arrival_ps: 2220
  start_kind: "register"
  cp_max_fo: 7
  path_depth: 5
  cp.required_ps: 2400
  path_cells: "xor2_1, nor4_4, a22oi_1, nand4_1, clkdlybuf4s50_1"
  cpPeakStageDelay_ps: 500
  worstRegToRegCells: 4
  crit_family: "simple AND/OR/NAND/NOR gates"
  end_kind: "output port"
  cp_slowest_cell: "nor4_4"
  crit_type: "register to output port"
die:
  core_mm2: 0.00920
  dieArea_mm2: 0.00980
  die_h_um: 99
  dieWidth_um: 99
  pin_count: 84
  row_count: 35
  fp_util: 0.307
synth:
  synth_cells: 216
  synth_chip_area_mm2: 0.00282
  ys_seq_frac: 0.532
  mux_area_frac: 0.181
  syn_avg_cell_area_um2: 13.1
  xor_share: 0.0807
  ys_sh_simple: 0.110
  yosys.area_share.adder: 0.0266
  yosys_warnings: 2
  synth_cell_types: 24
  ys_cells: 216
  netlist_area_mm2: 0.00282
  ys_top_logic_family: "multiplexers"
  ys_sh_aoi: 0.0590
  synth_flop_count: 60
layout:
  final_cell_mix: "82 x clkdlybuf4s50_1, 60 x dfrtp_1, 40 x mux2_2"
  seq_area_mm2: 0.00150
  combGateArea_mm2: 0.00129
  layout_top_cell: "clkdlybuf4s50_1"
  area_delta_synth_final_pct: 42.7
  layout-drive-gt1-share: 0.215
  fillers: 845
global_route:
  grt_max_degree: 35
  grt_pass1_vias: 1989
  grt_first_pass_wirelength_um: 10300
  met1_usage: 0.226
  gr-total-overflow: 0
  grt_util_all_layers: 0.136
  antenna_found_initial: 0
  grt_busiest_layer: "met1"
  grt_use_met3: 0.0281
  met2_usage: 0.190
routing:
  routedWlPerCell_um: 14.3
  antenna-diode-count: 0
  drtAntennaViolNets: 0
  via_per_inst: 4.64
  routed_wl_um: 6040
  route.detailed.drc: 0
  drt_iter0_drc: 82
  num_vias: 1956
  firstDrtPassIters: 4
power:
  peakVddDrop_mv: 0.295
  p_per_area_mw_per_mm2: 565
  p_leak_nw: 1.68
sta:
  period_used_share: 0.939
  worstMarginPinSlew_ps: 472
  hold-worst-slack_ps: 263
  setup_tns_ps: 0
  slew_headroom: 0.683
  max_freq_mhz: 355
  rsz0062_at_grt: "false"
  finalHoldViolCount: 0
  slew_viol_final: 0
  period_needed_ps: 2820
  clock_skew_ps: 6.89
  setup_viol: 0
run_status:
  outcome: "finished clean"
clocking:
  ctsResizeCount: 0
  clkLatencyLatePin_ps: 340
  clock_path_buffers: 2
  cts_tree: "yes"
  clkTransAtPathRegs_ps: 70
  clkSinkCount: 60
  h-tree-depth: 3
  cts_root_buffer: "clkbuf_8"
  cts_buffers: 9
placement:
  finalWeightedCongestion: 0.732
  port_buffers: 83
  dp_hpwl_um: 4600
hold_path:
  hold_path.class: "input pin to asynchronous set/reset pin"
flow_run:
  warnings: 25
  max_cap_viol_count: 0
routing by layer:
metal	share of wire	up-vias
li1	-	952
met1	0.50	938
met4	0.024	0
met2	0.42	54
met3	0.055	12
met5	0	-
worst reg2reg max path, delay by kind of cell, from the launching register on:
| kind | cells | cell delay, ps |
|---|---|---|
| XOR/XNOR | 1 | 220 |
| flip-flops | 1 | 460 |
| AND/OR/NAND/NOR | 2 | 260 |
| AND-OR/OR-AND | 1 | 410 |
final timing paths:
kind / startpoint / endpoint / slack, ps
hold / removal: rst_ni / HW_bar[3].HW_barrier_logic_i.r_count[1]$_DFFE_PN0P_ / 260
setup reg to reg: HW_bar[4].HW_barrier_logic_i.r_count[0]$_DFFE_PN0P_ / HW_bar[4].HW_barrier_logic_i.r_count[0]$_DFFE_PN0P_ / 1560
hold reg to reg: register / register / 510
max in group asynchronous: rst_ni / asynchronous set/reset pin / 2360
min in group clk0: register / register / 510
setup / recovery: HW_bar[1].HW_barrier_logic_i.r_count[2]$_DFFE_PN0P_ / barrier_event_o[1] / 180
per-stage QoR:
step           power (mW)  cell area (um^2)  cells  utilization  setup WS (ps)
2_1_floorplan        1.17              2820    216            -           1200
3_3_place_gp         1.40              3780    406        0.411            542
3_5_place_dp         1.40              3780    406        0.411            530
4_1_cts              2.32              4030    422        0.438            142
5_1_grt              2.41              4030    422        0.438           23.3
6_report             2.28              4030    422        0.438            184
power by group:
part	internal, mW	switching, mW
Combinational	0.264	0.158
Clock	0.574	0.326
Sequential	0.886	0.0684
registers in the layout, indices dropped and copies added, names as in the netlist:
name and flops:
HW_bar.HW_barrier_logic_i.r_num_threads 18, HW_bar.HW_barrier_logic_i.r_count 18, HW_bar.HW_barrier_logic_i.r_mask_to_trigger 24
timing repair:
action,in CTS,in global routing
setup buffers,0,0
hold buffers,0,0
endpoints found under the setup margin,0,2
area by class of cell:
type | instances | share of cell area
Sequential cell | 60 | 0.373
Multi-Input combinational cell | 148 | 0.320
Timing Repair Buffer | 85 | 0.209
Tap cell | 111 | 0.0345
Clock buffer | 10 | 0.0342
Clock inverter | 6 | 0.0276
Inverter | 2 | 0.00186
synthesized netlist by cell type:
cell type / number / area [um^2]
o21ai_0: 2 / 10.0
inv_1: 2 / 7.51
and2b_4: 1 / 10.0
or2_1: 2 / 12.5
nor2b_1: 3 / 18.8
and2_1: 2 / 12.5
nand2_1: 8 / 30.0
nand4_1: 4 / 25.0
nor3_2: 2 / 20.0
nor4_4: 2 / 42.5
nor2_1: 8 / 30.0
mux2i_1: 6 / 60.1
ha_1: 6 / 75.1
clkbuf_1: 6 / 22.5
o21bai_4: 1 / 18.8
nor3_1: 14 / 70.1
a22oi_1: 8 / 60.1
xor2_1: 20 / 175
a2111oi_4: 2 / 55.1
nand3_1: 8 / 40.0
xnor2_1: 6 / 52.6
o21bai_1: 3 / 22.5
dfrtp_1: 60 / 1500
mux2_2: 40 / 450
logic make-up after synthesis:
| kind of cell | Yosys count |
|---|---|
| simple gates | 54 |
| flops | 60 |
| xor+xnor | 26 |
| mux | 46 |
| fa+ha+maj | 6 |
| compound gates | 16 |
| buf+inv | 8 |
No activity file was given, so power comes from the tool's default toggle rates.
